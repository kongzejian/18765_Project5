==> design.v <==
module tapcontroller(TCK, TRST, TMS, clockdr, shiftdr, updatedr, clockir,
		     shiftir, updateir, select, bs_en);
   input TCK, TRST, TMS;
   output clockdr, shiftdr, updatedr, clockir,
	  shiftir, updateir, select, bs_en;
   wire   ps3, ps2, ps1, ps0;
   wire   nps3, nps2, nps1, nps0;
   wire   ns3, ns2, ns1, ns0;
   wire   nTMS;
   wire   nTCK;
   wire   w30, w31, w32, w33, w34, w35;
   wire   w20, w21, w22, w23;
   wire   w10, w11, w12;
   wire   w00, w01, w02, w03, w04, w05, w06, w07, w08;
   wire   w0, w1, w2, w3;
   wire   sir, clockdreg, bsen;
   not NOT_TCK(nTCK, TCK);
   not NOT_TMS(nTMS, TMS);
   not NOT_ps3(nps3, ps3);
   not NOT_ps2(nps2, ps2);
   not NOT_ps1(nps1, ps1);
   not NOT_ps0(nps0, ps0);
   dff_r DFF3(ps3, TCK, TRST, ns3);
   or OR2_30(w30, ps1, ps0);
   and AND2_30(w31, ps3, w30);
   and AND2_31(w32, ps3, nps2);
   and AND3_30(w33, nps2, nps1, ps0);
   or OR2_31(w34, w32, w33);
   and AND2_32(w35, TMS, w34);
   or OR2_32(ns3, w31, w35);
   dff_r DFF2(ps2, TCK, TRST, ns2);
   and AND2_20(w20, ps2, ps1);
   and AND2_21(w21, ps2, ps0);
   or OR2_20(w22, w21, ps1);
   and AND2_22(w23, w22, TMS);
   or OR2_21(ns2, w20, w23);
   dff_r DFF1(ps1, TCK, TRST, ns1);
   and AND2_10(w10, nps2, ps1);
   or OR2_10(w11, ps1, ps0);
   and AND2_12(w12, nTMS, w11);
   or OR3_10(ns1, w10, w12);
   dff_r DFF0(ps0, TCK, TRST, ns0);
   and AND3_00(w00, ps2, ps1, ps0);
   and AND3_01(w01, ps2, ps1);
   and AND3_02(w02, nps2, nps1, ps0);
   or OR2_00(w03, w01, w02);
   and AND2_00(w04, w03, nTMS);
   and AND3_03(w05, nps3, nps2, nps1);
   and AND3_04(w06, ps2, nps1, nps0);
   or OR3_00(w07, w05, w06);
   and AND2_01(w08, TMS, w07);
   or OR3_01(ns0, w00, w04, w08);
   and AND4_0(clockdreg, nps3, nps2, ps1, nTCK);
   buf BUF_0(clockdr, clockdreg);
   and AND4_1(shiftdr, nps3, nps2, ps1, nps0);
   and AND5_0(updatedr, nps3, ps2, nps1, nps0, nTCK);
   and AND4_2(clockir, ps3, nps2, ps1, nTCK);
   and AND4_3(sir, ps3, nps2, ps1, nps0);
   dff DFF_5(shiftir, nTCK, sir);
   and AND5_1(updateir, ps3, ps2, nps1, nps0, nTCK);
   assign select = ps3;
   and AND4_4(w3, ps3, nps2, nps1, nps0);
   not NOT_2(bsen, w3);
   dff DFF_6(bs_en, nTCK, bsen);
endmodule  
module dff(q, clock, data);
   output reg q;
   input clock;
   input data;
   always @(posedge clock) begin
      q <= data;
   end
endmodule
module dff_r(q, clock, reset, data);
   output reg q;
   input clock;
   input data;
   input reset;
   always @(posedge clock or posedge reset) begin
      if(reset) q <= 0;
      else q <= data;
   end
endmodule
==> run.sh <==
#!/bin/bash
# OpenROAD 26Q1-2900-gdf79404cd8, Yosys 0.63+post, stock flow scripts
make -C /OpenROAD-flow-scripts/flow DESIGN_CONFIG=/design/flow/config.mk WORK_HOME=/design/flow/orfs finish
==> config.mk <==
export PLATFORM = sky130hd
export DESIGN_NAME = tapcontroller
export DESIGN_NICKNAME = tapcontroller
export VERILOG_FILES = /design/flow/design.v
export SDC_FILE = /design/flow/constraint.sdc
export NUM_CORES = 4
export LEC_CHECK = 1
export CORE_AREA = 10 10 70 70
export DIE_AREA = 0 0 80 80
==> constraint.sdc <==
current_design tapcontroller

set clk_period 1.2
set clk_io_pct 0.2

create_clock -name clk0 -period $clk_period [get_ports {TCK}]

set non_clock_inputs [all_inputs -no_clocks]
set_input_delay [expr $clk_period * $clk_io_pct] -clock clk0 $non_clock_inputs
set_output_delay [expr $clk_period * $clk_io_pct] -clock clk0 [all_outputs]
==> notes.md <==
Implementation status.

- Of the cells placed in the final design, the portion with a size suffix greater than 1 is 70.8%.
- Setup violations remaining at the end of the flow were counted as 18.
- Across all layers, the routed design uses 376 vias.
- The total overflow left after global routing is 0.
- The script extracted a total leakage power of 0.343 nW.
- The pre-antenna-repair detailed-routing pass consisted of 4 iterations.
- The critical-path maximum fanout is 1.
- The CTS tree is yes.
- The maximum number of pins on one net before global-route repair is 8.
- Of the total synthesized cell area, the portion taken by AND-OR and OR-AND cells is 13.8%.
- The flow ran to the end, but the final reports show violations.
- The checks that failed: negative setup slack.
- The overall die height is 80 µm.
- Per the post-route antenna check, the number of violating nets is 0.
- The number of top-level design ports is 11.
- The routed length per placed instance is 9.89 µm.
- The number of warnings the tools reported is 36.
- The final standard cell utilization of the core is 22.1%.
- The met2 global-route usage is 5.46%.
- The first global-routing pass estimated 2080 µm of wire.
- The via count of the first global-routing pass is 533.
- The total global-route track usage is 3.97%.
- The cell class contributing the biggest share of worst-path delay is flip-flops.
- The total of max-cap violations is 0.
- Once layout is complete, the cells apart from fillers number 118.
- At the end of routability-driven placement, the weighted congestion stood at 0.732.
- The antenna diode count is 0.
- The synthesis run identifies the leading combinational cell family as simple AND/OR/NAND/NOR gates.
- The peak ir drop on the vdd network is 0.485 mV.
- The worst setup path is launched from a register.
- The max-slew violation count is 0.
- met1 track demand over resource after global routing is 4.03%.
- The path type of the worst setup path is reg -> out.
- Per the post-synthesis stats, the area per cell is 8.33 µm².
- The area of the mapped netlist is 317 µm².
- The setup slack of the critical path after layout is -445 ps.
- The routed wire length is 1170 µm.
- The number of standard cells after synthesis is 38.
- The number of standard cells reported by yosys is 38.
- Data on the critical path arrives at its endpoint at 1400 ps.
- The timing report notes that buffer and inverter cells on the critical path total 1.
- The type of the most critical hold path is in -> async.
- The quantity of I/O buffers inserted on ports is 10.
- The largest individual stage delay along the critical path comes from the cell sky130_fd_sc_hd__dfxtp_1.
- Per the OpenROAD floorplan log, the width of the die is 80 µm.
- The clock network latency to the later pin of the worst-skew pair is 420 ps.
- The post-synth register bit count is 6.
- The pin closest to its max-slew limit shows a slew of 234 ps.
- The final hold slack is 73.4 ps.
- The most congested layer reported by global routing is met2.
- Before placement the cells fill 9.27% of the core.
- In this run the tightest slew margin relative to its limit is 84.3%.
- For this block, the initial DRC count from the detailed router was 36.
- The worst clock skew is 67.1 ps.
- The gate-level netlist out of Yosys references 16 unique cell types.
- The Yosys warning count is 2.
- For reference, XOR and XNOR gates occupy 0% of the area reported after synthesis.
- The initial antenna violation count is 0.
- The endpoint type of the worst setup path is an output pin.
- The total half-perimeter wirelength after legalization and detailed placement is 721 µm.
- After floorplanning, the core was sized to cover 3420 µm².
- The required time at the worst endpoint is listed as 960 ps.
- For reference, the clock transition at the flip-flops on the worst setup and hold paths is 60 ps.
- The die footprint is 6400 µm².
- Fill cells in the final layout number 371.
- The final-layout setup total negative slack is -3150 ps.
- Per the final timing report, the hold violations number 0.
- On the worst path, the slowest cell contributes a delay of 290 ps.
- met3 track demand over resource after global routing is 2.16%.
- The cell sequence reported for the critical path is buf_2.
- The flow measured a signed area growth from synthesis to layout of 138%.
- Setup repair after global routing could not meet its margin everywhere.
- The script parses the final routing iteration and logs DRC violations as 0.
- The instance count after placement with tap cells included is 101.
- In the routed layout, each cell is associated on average with a via count of 3.19.
- For reference, simple AND, OR, NAND and NOR cells occupy 26.9% of the area reported after synthesis.
- Per the synthesis report, the adder-cell share of the synthesized area is 0%.
- Row generation in the floorplan step produced 21 rows.
- The synthesized netlist has a Yosys-reported chip area of 317 µm².
- The portion of the post-synthesis area used by sequential elements is 44.3%.
- The total power of the final layout is 0.00212 W.
- Per the summary, power density relative to cell area is 2810 nW/µm².
- The mux contribution to synthesized area is 0%.
-- where the power goes --
part,leakage [nW],internal (W),total [W],switching [W]
clock network,0.0820,0.000418,0.000653,0.000235
logic,0.197,0.000636,0.00108,0.000447
registers,0.0639,0.000289,0.000382,0.0000927
total,0.343,0.00134,0.00212,0.000775
-- routing by layer --
| layer | vias up | part of all wire [%] |
|---|---|---|
| met5 | - | 0 |
| li1 | 193 | - |
| met3 | 5 | 6.6 |
| met4 | 0 | 5.8 |
| met2 | 14 | 46 |
| met1 | 164 | 41 |
-- path summary, 6_finish.rpt --
check,startpoint,endpoint,slack [ps],depth (start not counted)
worst max-delay path,DFF_5.q$_DFF_N_,shiftir,-440,1
worst min-delay path,TRST,DFF3.q$_DFF_PP0_,70,2
worst max register to register,DFF3.q$_DFF_PP0_,DFF_6.q$_DFF_N_,-280,4
worst min register to register,DFF2.q$_DFF_PP0_,DFF1.q$_DFF_PP0_,640,2
max in group asynchronous,TRST,DFF1.q$_DFF_PP0_,960,2
min in group clk0,TCK,updatedr,620,4
-- state kept, by name, summed over array words and instances (netlist names) --
name / flops
DFF0.q: 1
DFF1.q: 1
DFF2.q: 1
DFF3.q: 1
DFF_5.q: 1
DFF_6.q: 1
-- through the flow --
step           worst slack [ps]  instance area [µm²]
3_3_place_gp               -390                  532
4_1_cts                    -463                  721
3_5_place_dp               -396                  532
2_1_floorplan              -164                  338
5_1_grt                    -481                  754
6_report                   -445                  754
-- synthesized netlist by cell type --
master	n	area [µm²]
sky130_fd_sc_hd__or3b_1	1	8.76
sky130_fd_sc_hd__nor2b_1	2	12.5
sky130_fd_sc_hd__o22ai_1	1	6.26
sky130_fd_sc_hd__nand2_1	3	11.3
sky130_fd_sc_hd__a21oi_1	4	20.0
sky130_fd_sc_hd__buf_12	1	20.0
sky130_fd_sc_hd__nor3_1	4	20.0
sky130_fd_sc_hd__inv_1	6	22.5
sky130_fd_sc_hd__o32ai_1	1	8.76
sky130_fd_sc_hd__dfxtp_1	2	40.0
sky130_fd_sc_hd__buf_2	1	5.00
sky130_fd_sc_hd__nand2b_1	2	12.5
sky130_fd_sc_hd__o311ai_1	1	8.76
sky130_fd_sc_hd__dfrtp_1	4	100
sky130_fd_sc_hd__nand3_1	1	5.00
sky130_fd_sc_hd__nor2_1	4	15.0
-- layout make-up --
cell class,count,area (µm²),area share (%)
Multi-Input combinational cell,24,235,31.2
Timing Repair Buffer,22,200,26.5
Sequential cell,6,143,18.9
Clock buffer,13,92.6,12.3
Tap cell,46,57.6,7.63
Inverter,5,18.8,2.49
Clock inverter,2,7.51,0.995
-- layout by cell type, fill, tap and decap left out, drive strengths merged, types with 2 or more instances in the layout --
cell,count
buf,24
clkbuf,9
inv,7
a21oi,4
dfrtp,4
nor2,4
nor3,4
nand2,3
dfxtp,2
nand2b,2
clkdlybuf4s50,2
nor2b,2
-- what timing repair did --
item | CTS | global route
resized | 49 | 16
gates cloned | 0 | 0
pin swaps | 9 | 5
hold buffers | 0 | 0
setup endpoints to repair | 18 | 19
setup buffers | 10 | 5
-- cells by family (layout without fill, tap and decap cells) --
family / after synthesis / in the layout
DFF: 6 / 6
AOI/OAI and AO/OA: 7 / 7
and+or+nand+nor: 17 / 17
buffers and inverters: 8 / 42
-- worst reg2reg max path, cell delays in order (launching register included) --
cell,delay (ps)
sky130_fd_sc_hd__dfrtp_2,420
sky130_fd_sc_hd__buf_6,120
sky130_fd_sc_hd__nor2b_4,150
sky130_fd_sc_hd__buf_6,100
sky130_fd_sc_hd__nand2_2,30
No activity file was given, so power comes from the tool's default toggle rates.
